--- ./config.mk ---
export PLATFORM = sky130hd
export DESIGN_NAME = mips_cpu_pc
export DESIGN_NICKNAME = mips_cpu_pc
export VERILOG_FILES = /design/flow/design.v
export SDC_FILE = /design/flow/constraint.sdc
export NUM_CORES = 4
export LEC_CHECK = 1
export CORE_UTILIZATION = 30
--- ./constraint.sdc ---
current_design mips_cpu_pc

set clk_period 1.1
set clk_io_pct 0.2

create_clock -name clk0 -period $clk_period [get_ports {clk}]

set non_clock_inputs [all_inputs -no_clocks]
set_input_delay [expr $clk_period * $clk_io_pct] -clock clk0 $non_clock_inputs
set_output_delay [expr $clk_period * $clk_io_pct] -clock clk0 [all_outputs]
--- ./design.v ---
module mips_cpu_pc (
    input logic clk,
    input logic pcenable,
    input logic reset,
    input logic [31:0] pcin,
    output logic [31:0] pcout
);
  always_ff @(posedge clk) begin
    if (reset) begin
      pcout <= 32'hBFC00000;
    end else if (pcenable) begin
      pcout <= pcin;
    end
  end
endmodule
--- ./run.sh ---
#!/bin/bash
# OpenROAD 26Q1-2900-gdf79404cd8, Yosys 0.63+post, stock flow scripts
make -C /OpenROAD-flow-scripts/flow DESIGN_CONFIG=/design/flow/config.mk WORK_HOME=/design/flow/orfs finish
==> datasheet_impl.txt <==
Physical design parameters

Parameter                              Value

Outcome
  Status    finished, final reports clean

Die
  Placeable core region    3720 um2
  Number of top-level pins    67
  Die Size    4170 um2
  Count of standard-cell rows    22
  Initial Util    0.316
  Height of the die    64.6 um
  Die Span X    64.6 um

Pwr
  Final Power    2.62 mW
  Static leakage    0.950 nW
  VDD IR-drop max    0.712 mV
  Total power per unit cell area    1300 nW/um2

Worst setup path
  Worst path arrival time    0.83 ns
  CP Cell Sequence    dlygate4sd2_1
  CP Max Fanout    2
  Sum of buffers and inverters on the critical path    1
  Setup crit end kind    output port
  Crit path launch type    flip-flop
  Family of cells with the greatest summed delay on the critical path    flip-flops
  Endpoint required time on the critical path    0.88 ns
  Critical path class    flip-flop to output port
  Slowest stage cell on the critical path    dfxtp_2
  Stage delay of the slowest cell on the critical path    0.32 ns

Logic synthesis
  Synthesis Warnings    1
  Number of synthesized register bits    32
  Unique cell type count in the Yosys netlist    10
  Dominant Register Cell    dfxtp_1
  EDFF count, synth    0
  Cell area after technology mapping    1170 um2
  Synth area leader    dfxtp_1
  Cell count in the Yosys report    103
  Syn_area_per_cell    11.4 um2
  Cells taking the most area after synthesis    dfxtp_1 (55%), mux2i_1 (20%), nor2_1 (7.3%)
  Synth async-reset ratio    0
  Most used standard cell by instance count after synthesis    dfxtp_1
  Commonest cells in the netlist    dfxtp_1 (32), mux2i_1 (23), nor2_1 (23)
  Post-synthesis chip area from yosys    1170 um2
  Seq share, synth    0.545
  Max-area cell share    0.545
  Number of instances in the synthesized netlist    103

CTS
  CTS tree    done
  Root cell of the clock tree    clkbuf_8
  Number of buffers inserted by hold repair at cts    0
  Sink Count    32
  CTS HTree Levels    2
  Number of buffers added by the clock tree synthesis step    5
  Clock transition at the registers of the reported paths    0.06 ns
  Late-Pin Clk Latency    0.27 ns
  Maximum count of clock buffers along a single path    2

Final timing
  Min cycle time layout    1.05 ns
  Pin slew with the least headroom to its limit    0.304 ns
  Setup repair after global routing missed its margin    no
  Fraction of the cycle the final worst path needs    0.957
  Hold slack    0.406 ns
  Final Hold Fails    0
  Final max-slew violation count    0
  Maximum operating frequency    950 MHz
  Worst clock skew    0 ns
  Remaining max-slew budget at the tightest pin    0.797
  Minimum setup slack in the final design    0.0473 ns
  Final TNS setup    0 ns
  Number of endpoints failing setup at the final stage    0

Placement
  Buffers on Ports    66
  Final RePlAce weighted congestion    0.690
  Dpl cells    219
  Pre-CTS worst setup slack    -0.117 ns
  Cell area reported after detailed placement    1920 um2
  Detailed placement HPWL    1940 um

Route
  Detail Route Antenna Nets    0
  Total number of vias    975
  First-iteration detailed-routing DRC count    44
  TritonRoute pass-1 iters    3
  Vias per std cell    4.31
  Number of diodes added for antenna fixing    0
  Total detailed-routing wirelength    2660 um
  Post-DR wirelength/cell    11.8 um
  Remaining DRCs    0

Finish
  Register with the highest flop count    pcout
  Area grow syn2layout    71.4%
  Registers with the most flip-flops    pcout x32
  Post-layout utilization of the core    0.542
  Layout Cell Area excl Fill    2010 um2
  MI comb area    457 um2
  Seq. cell area    679 um2
  Fraction of final layout cells with drive strength greater than 1    0.270
  Non-filler cells, final    226
  Fillers    339
  Number of flip-flops under the largest register name    32

Global routing
  Met1 Resource Use GR    0.192
  Grt met3 use    0.0607
  Global Route met2 Usage    0.229
  Overall Global Routing Usage    0.144
  Antenna violations before repair    0
  Total global routing overflow    0
  Wire length of the first global-routing pass    4500 um
  Largest net degree at the start of global routing    17
  Grt peak-use layer    met2
  Vias in the first global route    980

Flow run
  Number of maximum-capacitance violations    0
  Tool Warnings    25

Hold path
  Kind of path behind the tightest hold check    primary input to flip-flop
[path summary, 6_finish.rpt]
| check | depth (start not counted) | slack, ns | from | end |
|---|---|---|---|---|
| worst max-delay path | 1 | 0.05 | pcout[16] | pcout[16] |
| worst min-delay path | 3 | 0.41 | pcenable | pcout[28] |
| worst max register to register | 2 | 0.31 | pcout[22] | pcout[22] |
| worst min register to register | 2 | 0.48 | pcout[2] | pcout[2] |
[cells in the final DEF (no fill, tap or decap), drive strengths merged]
master / Yosys / final
nor2: 23 / 23
dlygate4sd2: 0 / 32
and2b: 4 / 4
a211o: 9 / 9
clkdlybuf4s50: 0 / 33
mux2i: 23 / 23
buf: 4 / 10
dfxtp: 32 / 32
clkbuf: 3 / 7
nor2b: 5 / 5
[power breakdown]
group          internal (mW)  switching (mW)  total (mW)
sequential              1.25          0.0316        1.28
clock                  0.556           0.393       0.949
combinational          0.277           0.116       0.393
total                   2.08           0.540        2.62
[timing repair]
item,CTS,global route
resized,63,0
endpoints found under the setup margin,32,0
endpoints found under the hold margin,0,0
buffers inserted,0,0
[per-layer routing]
metal,vias up,part of all wire
met3,4,0.10
met4,0,0.010
met1,432,0.42
li1,492,-
met5,-,0
met2,47,0.46
[area by class of cell]
cell class                      count  area share
Timing Repair Buffer               75       0.358
Sequential cell                    32       0.337
Multi-Input combinational cell     64       0.227
Clock buffer                        7      0.0479
Tap cell                           48      0.0298
[logic make-up (layout without fill, tap and decap cells)]
| logic type | count (synthesis) | in the layout | share of synthesized area |
|---|---|---|---|
| DFF | 32 | 32 | 0.545 |
| muxes | 23 | 23 | 0.196 |
| and+or+nand+nor | 32 | 32 | 0.126 |
| AOI/OAI and AO/OA | 9 | 9 | 0.0671 |
| buffers and inverters | 7 | 82 | 0.0660 |
Power figures rest on the tool's default switching activity, not on a simulated workload.

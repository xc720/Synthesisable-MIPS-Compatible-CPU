File: /design/flow/design.v
module mips_cpu_instruction_reg (
    input logic clk,
    input logic enable,
    input logic [2:0] state,
    input logic [31:0] memory_output,
    output logic [ 5:0] control_input,
    output logic [ 4:0] source_1,
    output logic [ 4:0] source_2,
    output logic [ 4:0] dest,
    output logic [15:0] immediate,
    output logic [25:0] jmp_address,
    output logic [ 5:0] funct,
    output logic [ 4:0] shamt
);
  logic [31:0] instruction;
  always_ff @(posedge clk) begin
    if (enable == 1 || state == 0) begin
      instruction <= memory_output;
    end
  end
  assign control_input = instruction[31:26];
  assign source_1 = instruction[25:21];
  assign source_2 = instruction[20:16];
  assign dest = instruction[15:11];
  assign immediate = instruction[15:0];
  assign jmp_address = instruction[25:0];
  assign funct = instruction[5:0];
  assign shamt = instruction[10:6];
endmodule
File: /design/flow/run.sh
#!/bin/bash
# OpenROAD 26Q1-2900-gdf79404cd8, Yosys 0.63+post, stock flow scripts
make -C /OpenROAD-flow-scripts/flow DESIGN_CONFIG=/design/flow/config.mk WORK_HOME=/design/flow/orfs finish
File: /design/flow/constraint.sdc
current_design mips_cpu_instruction_reg

set clk_period 3.3
set clk_io_pct 0.2

create_clock -name clk0 -period $clk_period [get_ports {clk}]

set non_clock_inputs [all_inputs -no_clocks]
set_input_delay [expr $clk_period * $clk_io_pct] -clock clk0 $non_clock_inputs
set_output_delay [expr $clk_period * $clk_io_pct] -clock clk0 [all_outputs]
File: /design/flow/config.mk
export PLATFORM = sky130hd
export DESIGN_NAME = mips_cpu_instruction_reg
export DESIGN_NICKNAME = mips_cpu_instruction_reg
export VERILOG_FILES = /design/flow/design.v
export SDC_FILE = /design/flow/constraint.sdc
export NUM_CORES = 4
export LEC_CHECK = 1
export CORE_AREA = 10 10 87 87
export DIE_AREA = 0 0 97 97
==> impl_metrics.yaml <==
# generated from flow reports
outcome:
  status: "completed"
route:
  wl_met1_um: 1170
  top_layer_used: "met4"
  drtPass1Iterations: 2
  vias_per_cell: 3.545
  ant_nets: 0
  wl_per_cell_um: 15.54
  remaining_drc_errors: 0
  wirelength_um: 3481
  drt_iter0_markers: 3
  routed-wl-met3_um: 494
  diodes: 0
  vias: 794
  wl_met2_um: 1785
clock_network:
  cts_buffers: 5
  cts_tree: "done"
  post_cts_buffers: 0
  cts_buffer_depth: 2
  cts_num_sinks: 32
  ctsResizeCount: 0
  cts-root-buf: "clkbuf_8"
  path_clk_slew_ns: 0.06
  cts_htree_levels: 2
  holdBufCountCts: 0
power_and_ir_drop:
  p_sw_frac: 0.1767
  p_leak_nw: 0.7990
  switching_power_mw: 0.1725
  internal_power_mw: 0.8038
  combPwrFrac: 0.207
  ir_worst_vdd_uv: 188.4
  power_frac_seq: 0.526
  power.density_mw_per_mm2: 432.1
  clockPowerShare: 0.267
synthesis:
  synth_area_mm2: 0.001287
  ys_sh_mux: 0
  ys_sh_adder: 0
  synth_stat.cells: 76
  synth-simple-area-share: 0.008746
  topCellsByArea: "edfxtp_1, buf_4, or2_1, nor3_1"
  ys.warnings.count: 1
  yosys.area.top_type: "edfxtp_1"
  synth_cells: 76
  postSynthSeqShare: 0.7464
  synthTopLogicFamily: "buffers and inverters"
  synth_xor_xnor_area_share: 0
  synth_cell_types: 4
  top_area_frac: 0.7464
  synth_flops: 32
  syn_area_per_cell_um2: 16.94
  ys_area_mm2: 0.001287
  synthAoiAreaFrac: 0
place:
  post_dp_cell_area_mm2: 0.002183
  place.gp.congestion: 0.7374
  portBuffers: 110
die:
  fp.dieH_um: 97
  rows: 27
  fp-utilization: 0.2282
  die_area_mm2: 0.009409
  io_pins: 111
  die_x_um: 97
  core-area_mm2: 0.005642
layout:
  largestRegisters: "instruction: 32 flops"
  comb_area_um2: 11.26
  largest_reg_flops: 32
  drive_gt1_frac: 0.03947
  regArea_um2: 960.9
  fillCellCount: 499
  postLayoutCellArea_mm2: 0.002260
  final_cell_mix: "clkdlybuf4s50_1, edfxtp_1, clkbuf_8"
  mostFrequentLayoutCell: "clkdlybuf4s50_1"
  largest_register: "instruction"
  area.growth.synth_to_final_pct: 75.51
setup_path:
  worstSetupStartpointType: "input pin"
  crit_type: "in2reg"
  worstSetupEndpointType: "flop"
  worstPathArrival_ns: 1.92
  worstPathRequired_ns: 3.28
  critPathMaxFanout: 22
grt:
  grtUsageTotal: 0.07038
  grt_max_degree: 23
  grt_pass1_vias: 904
  gr-total-overflow: 0
  antenna_found_initial: 0
  grt_pass1_wl_um: 5319
sta:
  fmax_ghz: 0.5136
  fin_crit_ns: 1.947
  slew_viol_final: 0
  fin_tns_setup_ns: 0
  relSlewSlack: 0.6591
  setup-violations-final: 0
  rsz0062_at_grt: "no"
  finalHoldViolations: 0
  fin_crit_sh: 0.5901
  tightestPinTransition_ns: 0.5114
run:
  max_cap_violations: 0
  tool_warnings: 25
min_path:
  hold_class: "in2reg"
-- worst max-delay path, stage by stage --
cell	delay, ns
clkdlybuf4s50_1	0.40
nor3_1	0.16
or2_1	0.45
buf_12	0.23
-- cell usage after synthesis --
cell	count
buf_4	42
edfxtp_1	32
nor3_1	1
or2_1	1
-- layer usage --
layer	up-vias	GRT usage
li1	369	-
met5	-	0
met1	364	0.07421
met3	5	0.04656
met4	0	0.009019
met2	56	0.1176
-- power by group through the flow --
| stage | logic (mW) | clock network (mW) | registers, mW |
|---|---|---|---|
| 6_report | 0.202 | 0.260 | 0.513 |
| 5_1_grt | 0.218 | 0.294 | 0.519 |
| 4_1_cts | 0.210 | 0.277 | 0.514 |
-- through the flow --
| step | util | std cells | power [mW] | setup WS, ns | hold WS [ns] |
|---|---|---|---|---|---|
| after global placement | 0.3870 | 217 | 0.7314 | 1.115 | 1.215 |
| after CTS | 0.4005 | 224 | 1.002 | 1.311 | 0.9205 |
| after global routing | 0.4005 | 224 | 1.031 | 1.264 | 0.9248 |
| after floorplan | - | 76 | 0.5703 | 1.328 | 0.7589 |
| final | 0.4005 | 224 | 0.9763 | 1.353 | 0.9370 |
| after detailed placement | 0.3870 | 217 | 0.7327 | 1.015 | 1.218 |
-- layout make-up --
| class | count | share of cell area |
|---|---|---|
| well taps | 72 | 0.03987 |
| clock inverters | 2 | 0.003322 |
| clock buffers | 5 | 0.03045 |
| multi-input cells | 2 | 0.004983 |
| flip-flops and latches | 32 | 0.4252 |
| repair buffers | 111 | 0.4961 |
-- path summary, 6_finish.rpt --
kind | from | to | depth (start not counted)
max | state[1] | instruction[1] | 4
min | memory_output[18] | instruction[18] | 1
-- cell families after synthesis --
| logic type | Yosys count |
|---|---|
| buf+inv | 42 |
| flops | 32 |
| simple gates | 2 |
Power is estimated from default activity; no workload was simulated.
